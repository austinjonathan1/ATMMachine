### flow/design.v
`timescale 1 ns / 1 ps
module fsm (
    output wire busy,
    input wire period_expired,
    input wire data_arrived,
    input wire val_match,
    output wire load_ptrs,
    output wire increment,
    output wire sample_capture,
    input wire clk
    );
    reg busy_temp, load_temp, incr_temp, sample_temp;
    reg [2:0] state, delay;
    always @ (posedge clk)
    begin
        if (state == 3'b000 && data_arrived == 1)  
        begin
            state = 3'b001;
            busy_temp = 1;
            incr_temp = 0;
            sample_temp = 0;
        end
        else if (state == 3'b000 && data_arrived == 0)  
        begin
            state = 3'b000;
            busy_temp = 0;
            incr_temp = 0;
            sample_temp = 0;
        end
        else if (state == 3'b001)  
        begin
            load_temp = 1;
            state = 3'b101;
        end
        else if (state == 3'b010 && period_expired == 1)  
        begin
            state = 3'b011;
            sample_temp = 0;
        end
        else if (state == 3'b011 && val_match == 1)  
        begin
            incr_temp = 1;
            state = 3'b000;
        end 
        else if (state == 3'b011 && val_match == 0)  
        begin
            incr_temp = 1;
            state = 3'b101;
        end 
        else if (state == 3'b100 && val_match == 1)  
        begin
            sample_temp = 1;
            state = 3'b000;
        end
        else if (state == 3'b100 && val_match == 0)  
        begin
            sample_temp = 1;
            state = 3'b010;
        end
        else if (state == 3'b101)  
        begin
            incr_temp = 0;
            load_temp = 0;
            delay <= delay + 1;
            if( state == 3'b101 && delay == 4)
            begin
                state = 3'b100;
                delay <= 0;
            end
        end
    end
    assign busy = busy_temp;
    assign load_ptrs = load_temp;
    assign increment = incr_temp;
    assign sample_capture = sample_temp;
endmodule
### flow/run.sh
#!/bin/bash
# OpenROAD 26Q1-2900-gdf79404cd8, Yosys 0.63+post, stock flow scripts
make -C /OpenROAD-flow-scripts/flow DESIGN_CONFIG=/design/flow/config.mk WORK_HOME=/design/flow/orfs finish
### flow/config.mk
export PLATFORM = sky130hd
export DESIGN_NAME = fsm
export DESIGN_NICKNAME = fsm
export VERILOG_FILES = /design/flow/design.v
export SDC_FILE = /design/flow/constraint.sdc
export NUM_CORES = 4
export LEC_CHECK = 1
export CORE_AREA = 10 10 82 82
export DIE_AREA = 0 0 92 92
### flow/constraint.sdc
current_design fsm

set clk_period 1.4
set clk_io_pct 0.2

create_clock -name clk0 -period $clk_period [get_ports {clk}]

set non_clock_inputs [all_inputs -no_clocks]
set_input_delay [expr $clk_period * $clk_io_pct] -clock clk0 $non_clock_inputs
set_output_delay [expr $clk_period * $clk_io_pct] -clock clk0 [all_outputs]
==> results.cfg <==
; flow metrics
[run_status]
status = finished, final reports clean

[logic_synthesis]
ys_sh_aoi_pct = 13.2
synth_area_per_cell_um2 = 11.2
synth_area_um2 = 559
netlist.area_leader.share_pct = 32.2
yosysWarnings = 1
yosysTopAreaCell = dfxtp_1
mux_area_share_pct = 5.59
topCombFamilyByArea = simple AND/OR/NAND/NOR gates
synth_flops = 13
synthCells = 50
ys_cells = 50
synthAdderAreaFrac_pct = 4.47
yosysSeqAreaShare_pct = 53.7
synth_cell_types = 26
synth.cellmix.simpleShare_pct = 16.3
ys_sh_xor_pct = 0
area_leaders = dfxtp_1, edfxtp_1, inv_1
ys_area_um2 = 559

[die]
pin_count = 8
die_area_um2 = 8460
die_x_um = 92
fp.coreArea_um2 = 5070
row_count = 26
fp_util_pct = 11.0
die_y_um = 92

[placement]
post-place-ws_ns = -0.0275
port_buffers = 7
hpwlAfterDp_um = 810
gp_congestion = 0.782

[grt]
antenna_found_initial = 0
grt.overflow.total = 0
grt_use_total_pct = 2.43
grt_pass1_vias = 421
grt_max_degree = 9
grt_pass1_wl_um = 1750

[worst_hold_path]
min_from = busy_temp$_SDFFE_PP1P_
hp-class = register to register

[detailed_routing]
ant_nets = 0
num_vias = 395
dr.first_iter.drc_count = 25
via_per_inst = 2.95
totalWireLength_um = 1000
drt_pre_antenna_iters = 4
antenna_cells = 0
post-route-drc-count = 0
wl_per_cell_um = 7.47

[worst_setup_path]
path_delay_family = buffers and inverters
path_max_fanout = 2
worstReg2RegStart = delay[0]$_SDFFCE_PP0P_
worst_setup_path_start_kind = register
cp.arrival_ns = 1.05
cp_cell_sequence = clkdlybuf4s50_1
end_kind = output port
required_ns = 1.12
slowest_stage = clkdlybuf4s50_1
cp-startpoint = incr_temp$_SDFFE_PP0P_
max_stage_delay_ns = 0.49
cp_num_buf_inv = 1
crit_type = register to output port

[power_and_ir_drop]
ir_drop_uv = 390
p_leak_nw = 0.285
power_density_nw_per_um2 = 918

[final_timing]
relSlewSlack_pct = 83.9
drv_slew = 0
rsz0062_at_grt = false
period_needed_ns = 1.33
setup_tns_ns = 0
worst-slew-pin-transition_ns = 0.242
finalHoldViolCount = 0
max_freq_mhz = 754
finalWorstSetupSlack_ns = 0.0739
setup_viol = 0
skew_ns = 0.00186
fin_crit_sh_pct = 94.7

[cts]
cts_hold_buf = 0
post_cts_buffers = 0
cts-root-buf = clkbuf_8
postCtsResizedCells = 0
path_clk_slew_ns = 0.05
cts_buffer_depth = 2
cts_tree = done
cts.sinks = 13
htree_levels = 1
cts_buffers = 3
clock_latency_ns = 0.23

[cells_and_area]
final_util_pct = 15.4
layout-drive-gt1-share_pct = 20.3
syn_to_final_growth_pct = 39.6

[flow_run]
drv_cap = 0
warnings = 26
placed cells by master (no fill, tap or decap), types with 2 or more instances in the layout:
cell and count:
dfxtp_1 9, inv_1 7, clkdlybuf4s50_1 7, edfxtp_1 4, buf_4 4, nand2_1 3, nor2_1 3, clkbuf_8 3
mux2i_1 2, a31oi_1 2, ha_1 2
metrics by stage:
step / instance area [um^2] / power (mW) / hold slack [ns] / instances
after floorplan: 559 / 0.395 / 0.378 / 50
after global placement: 736 / 0.405 / 0.471 / 130
after detailed placement: 736 / 0.405 / 0.475 / 130
after CTS: 781 / 0.727 / 0.487 / 134
after global routing: 781 / 0.744 / 0.519 / 134
final: 781 / 0.716 / 0.479 / 134
registers in the layout (all words and copies together), names as in the netlist:
signal / cells
busy_temp: 1
delay: 3
incr_temp: 1
load_temp: 1
sample_temp: 1
state: 6
routing by layer:
| layer | GRT usage [%] | share of wire (%) |
|---|---|---|
| met1 | 3.07 | 49 |
| met4 | 0.771 | 0.90 |
| met3 | 0.659 | 2.6 |
| met5 | 0 | 0 |
| met2 | 3.94 | 48 |
power by group:
part           internal [mW]  total (mW)  switching, mW
logic                0.00786      0.0109        0.00300
clock network          0.200       0.319          0.119
registers              0.386       0.386              0
total                  0.594       0.716          0.122
kinds of logic after synthesis:
group,after synthesis
AND/OR/NAND/NOR,14
flip-flops,13
AND-OR/OR-AND,10
buffers and inverters,8
multiplexers,3
adder cells (fa/ha/maj),2
Yosys cell counts:
master,instances
mux2_2,1
mux2i_1,2
o2111a_1,1
nor2b_1,1
nor2_4,1
a21boi_0,1
inv_1,7
nor3_1,1
and2_1,1
nand3_1,1
a31oi_1,2
nor2_1,3
o21ai_0,1
o22ai_1,1
edfxtp_1,4
a21oi_2,1
buf_6,1
a21oi_1,1
nand2_2,1
nand2_1,3
and2_2,1
ha_1,2
o211ai_1,1
nand4_4,1
a41o_1,1
dfxtp_1,9
cell type report:
class / count / area, um^2
Multi-Input combinational cell: 29 / 221
Timing Repair Buffer: 11 / 100
Sequential cell: 13 / 300
Tap cell: 70 / 87.6
Clock buffer: 4 / 45.0
Fill cell: 588 / 4290
Inverter: 7 / 26.3
final timing paths:
check,end,slack [ns],cells past startpoint
worst min register to register,busy_temp$_SDFFE_PP1P_,0.48,1
worst max register to register,delay[1]$_SDFFCE_PP0P_,0.20,4
worst max-delay path,increment,0.07,1
worst min-delay path,busy_temp$_SDFFE_PP1P_,0.48,1
Power figures rest on the tool's default switching activity, not on a simulated workload.
