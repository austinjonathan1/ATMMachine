[design/flow/config.mk]
export PLATFORM = sky130hd
export DESIGN_NAME = dac
export DESIGN_NICKNAME = dac
export VERILOG_FILES = /design/flow/design.v
export SDC_FILE = /design/flow/constraint.sdc
export NUM_CORES = 4
export LEC_CHECK = 1
export CORE_AREA = 10 10 80 80
export DIE_AREA = 0 0 90 90
[design/flow/constraint.sdc]
current_design dac

set clk_period 5.1
set clk_io_pct 0.2

create_clock -name clk0 -period $clk_period [get_ports {clk}]

set non_clock_inputs [all_inputs -no_clocks]
set_input_delay [expr $clk_period * $clk_io_pct] -clock clk0 $non_clock_inputs
set_output_delay [expr $clk_period * $clk_io_pct] -clock clk0 [all_outputs]
[design/flow/run.sh]
#!/bin/bash
# OpenROAD 26Q1-2900-gdf79404cd8, Yosys 0.63+post, stock flow scripts
make -C /OpenROAD-flow-scripts/flow DESIGN_CONFIG=/design/flow/config.mk WORK_HOME=/design/flow/orfs finish
[design/flow/design.v]
`timescale 1 ns / 1 ps
module dac (
    input wire [7:0] sample,
    input wire hush,
    output wire speaker,
    input wire clk
    );
    wire [7:0] unsignedsample;
    wire [9:0] deltaadder, sigmaadder, deltab;
    reg [9:0] sigma = 1'b1 << 8;
    assign unsignedsample = (hush ? 8'h00 : sample) + 128;
    assign deltab = {sigma[9], sigma[9]} << 8;
    assign sigmaadder = deltaadder + sigma;
    assign deltaadder = unsignedsample + deltab;
    always @ (posedge clk) sigma <= sigmaadder;
    assign speaker = sigma[9];
endmodule
==> reports/metrics.cfg <==
[yosys]
ys_cells = 60
ys_types = 23
top_cell = dfxtp_1
edf_count = 0
async_flop_share = 0
ys_seq_frac = 0.3313
ys_warn_count = 1
area_leaders = dfxtp_1, ha_1, nor2b_1
top_area_frac = 0.3313
yosysChipArea_um2 = 604.3
synth_cells = 60
syn_area_um2 = 604.3
syn_avg_cell_area_um2 = 10.07
synth.largest_area_cell = dfxtp_1
ys_ff = 10
ff_type = dfxtp_1
ys_top_cells_by_count = dfxtp_1, ha_1, nor2b_1

[route]
diodes = 0
drc = 0
vias_per_cell = 3.093
drt_iter0_markers = 18
wl_per_cell_um = 7.807
first_pass_iters = 2
postRouteAntennaNets = 0
drt_wl_total_um = 1093
vias = 433

[critical_path]
slowest_stage = clkdlybuf4s50_1
worstPathMaxFanout = 8
regToRegSetupSlack_ps = 3470
critPathMaxStageDelay_ps = 550
worstReg2RegStart = sigma[0]
worstPathRequired_ps = 5260
path_buffers = 2
startpoint = hush
path_cells = clkdlybuf4s50_1 -> nor2b_1 -> ha_1 -> inv_1 -> fa_1 -> nor2b_4 -> o2111ai_1 -> a31oi_1 -> xor2_1
ff2ff_path_depth = 7
cpLargestDelayFamily = buffers and inverters
startpoint_type = input pin
endpoint_kind = register
setup.worst_path.end = sigma[8]
worstSetupPathDepth = 9
arrival_ps = 3010
critPathKind = input pin to register
regToRegEndpoint = sigma[8]

[pwr]
power.internal_uw = 286.0
power_frac_clock = 0.183
vdd.ir_drop.worst_mv = 0.1301
seqPwrFrac = 0.325
swShare = 0.3302
power_uw = 427.0
power_density_nw_per_um2 = 514.7
p_leak_nw = 0.3483
power.switching_uw = 141.0
p_comb_frac = 0.492

[place]
place_ws_ps = 1954
port_buffers = 10
globalplace.congestion = 0.7227

[cts]
numCtsBuffers = 3
cts_num_sinks = 10
worstSkewPairLatency_ps = 230
cts_resized = 0
cts_setup_buffers = 0
htree_levels = 1
ctsHoldBuffers = 0
cts_tree = yes
clockBufferDepth = 2
cts.clk_slew.worst_paths_ps = 40
cts-root-buf = clkbuf_8

[final_layout]
fill_cells = 530
final_core_util = 0.1756
top_register = sigma
reg.largest.list = sigma: 10 flops
largest_reg_flops = 10
drive_gt1_frac = 0.08219
syn_to_final_growth_pct = 37.27

[job]
warnings = 25
cap_violations = 0

[floorplan]
die_y_um = 90
die-area_um2 = 8100
fp_util = 0.1279
die_x_um = 90
coreArea_um2 = 4723
ioPinCount = 11
row_count = 25

[timing]
fin_worst_skew_ps = 0.8482
hold_slack_ps = 454.0
fmax_mhz = 351.1
tns_ps = 0
rsz0062_at_grt = no
finalHoldViolCount = 0
setup_viol_count_final = 0
fin_crit_ps = 2848
worst_slack_ps = 2252
drv_slew = 0
min_period_over_period = 0.5584
worstMarginPinSlew_ps = 285.5
relSlewSlack = 0.8091

[global_routing]
grt.overflow.total = 0
track_usage = 0.03054
antenna_found_initial = 0
grt_pass1_wl_um = 2111
grt_max_degree = 9
grt_pass1_vias = 478

[hold_path]
hold_start = sigma[0]
hp-class = register to register

[status]
outcome = complete, no violations

power by group through the flow:
stage,Clock [mW],Combinational [mW],Sequential (mW)
6_report,0.0783,0.210,0.139
5_1_grt,0.0877,0.247,0.144
4_1_cts,0.0816,0.214,0.139
cells in the final DEF (no fill, tap or decap), drive strengths merged:
master | netlist | layout
o31ai | 1 | 1
a21oi | 4 | 4
nor2b | 7 | 7
a31oi | 1 | 1
a31o | 1 | 1
clkbuf | 0 | 3
nor3 | 1 | 1
ha | 9 | 9
o21a | 2 | 2
nor2 | 1 | 1
o2111ai | 1 | 1
nand2b | 3 | 3
xnor2 | 3 | 3
nand2 | 2 | 2
dfxtp | 10 | 10
xor2 | 4 | 4
o21ai | 1 | 1
a21o | 2 | 2
or2 | 1 | 1
inv | 4 | 4
clkdlybuf4s50 | 0 | 10
nand3b | 1 | 1
fa | 1 | 1
metal layers:
metal  share of wire  GRT usage  vias to the layer above
met3            0.10    0.01928                        0
met2            0.45    0.04843                        8
met5               0          0                        -
met4               0   0.001326                        0
met1            0.45    0.03595                      191
li1                -          -                      234
through the flow:
stage | instance area, um^2 | cells
final | 829.5 | 140
after global routing | 829.5 | 140
after CTS | 829.5 | 140
after detailed placement | 788.3 | 137
after global placement | 788.3 | 137
after floorplan | 604.3 | 60
cell families (layout without fill, tap and decap cells):
logic type / Yosys count / in the layout / synth area share
AND/OR/NAND/NOR: 16 / 16 / 0.1656
flip-flops: 10 / 10 / 0.3313
XOR/XNOR: 7 / 7 / 0.1015
adder cells (fa/ha/maj): 10 / 10 / 0.2195
buffers and inverters: 4 / 17 / 0.02484
AND-OR/OR-AND: 13 / 13 / 0.1573
cell type report:
class                           instances  area, um^2  area share
Sequential cell                        10       200.2      0.2413
Multi-Input combinational cell         46       389.1      0.4691
Inverter                                4       15.01     0.01810
Tap cell                               67       83.83      0.1011
Timing Repair Buffer                   10       100.1      0.1207
Clock buffer                            3       41.29     0.04977
worst reg2reg max path: cells and delay by family, from the launching register on:
family,cells,cell delay (ps)
AND-OR/OR-AND,2,330
AND/OR/NAND/NOR,1,140
XOR/XNOR,1,150
buffers and inverters,1,60
flip-flops,1,300
adder cells (fa/ha/maj),2,590
worst min-delay path by stage:
stage | cells after the start | end | slack (ps)
4_1_cts | 1 | sigma[0] | 460
5_1_grt | 1 | sigma[0] | 480
6_report | 1 | sigma[0] | 450
Power is estimated from default activity; no workload was simulated.
